`/design/flow/run.sh`:
```
#!/bin/bash
# OpenROAD 26Q1-2900-gdf79404cd8, Yosys 0.63+post, stock flow scripts
make -C /OpenROAD-flow-scripts/flow DESIGN_CONFIG=/design/flow/config.mk WORK_HOME=/design/flow/orfs finish
```
`/design/flow/config.mk`:
```
export PLATFORM = sky130hd
export DESIGN_NAME = REG_FILE
export DESIGN_NICKNAME = REG_FILE
export VERILOG_FILES = /design/flow/design.v
export SDC_FILE = /design/flow/constraint.sdc
export NUM_CORES = 4
export LEC_CHECK = 1
export CORE_UTILIZATION = 30
```
`/design/flow/constraint.sdc`:
```
current_design REG_FILE

set clk_period 4.2
set clk_io_pct 0.2

create_clock -name clk0 -period $clk_period [get_ports {CLK}]

set non_clock_inputs [all_inputs -no_clocks]
set_input_delay [expr $clk_period * $clk_io_pct] -clock clk0 $non_clock_inputs
set_output_delay [expr $clk_period * $clk_io_pct] -clock clk0 [all_outputs]
```
`/design/flow/design.v`:
```
`timescale 1ns / 1ps
module REG_FILE(
    input [7:0] DIN,
    input [4:0] ADRX,
    input [4:0] ADRY,
    input RF_WR,
    input CLK,
    output [7:0] DX_OUT,
    output [7:0] DY_OUT
    );
    logic [7:0] RAM [0:31];  
    initial
    begin
    int i;  
    for (i = 0; i < 32; i++)
        RAM[i] = 0;  
    end
    always_ff @(posedge CLK)
    begin
    if(RF_WR == 1)  
        RAM[ADRX] = DIN;
    end
    assign DX_OUT = RAM [ADRX];  
    assign DY_OUT = RAM [ADRY];  
endmodule
```
==> results.cfg <==
; flow metrics
[placed_design]
globalplace.congestion = 0.9037
portBuffers = 35
hpwl_um = 22460
placed_area_mm2 = 0.01326
placed_cells = 1133

[job]
warning_count = 25
max-cap-violations = 0

[die]
row_count = 72
num_io_pins = 36
core-area_mm2 = 0.03865
fp-utilization_pct = 30.47
die_h_um = 200.1
die_area_mm2 = 0.04005
chipWidth_um = 200.1

[clock_network]
post-cts-setup-buffers = 0
clock_sinks = 256
cts_resized = 0
ctsRootBufferMaster = clkbuf_16
clk_pin_slew_worst_paths_ns = 0.05
cts.path.max_buffers = 3
htree_num_levels = 1
cts_tree = built
cts_buffers = 27
holdBufCountCts = 0

[final_layout]
final-instance-count-excl-fill = 1180
most-common-layout-cells = edfxtp_1 (256), mux4_2 (144), buf_4 (72)
design_area_mm2 = 0.01402
largest_reg_flops = 256
layout-drive-gt1-share_pct = 41.00
area_growth_pct = 19.09
layout_top_cell = edfxtp_1

[drt]
dr.first_iter.drc_count = 497
vias = 6345
remaining_drc_errors = 0
first_pass_iters = 4
finalWirelength_um = 32350
vias_per_cell = 5.377
wl_per_cell_um = 27.42
ant_nets = 0

[yosys]
netlist_area_mm2 = 0.01178
ys_warn_count = 1
ys_async_sr_fraction_pct = 0
syn_area_per_cell_um2 = 21.69
area_leaders = edfxtp_1 (65%), mux4_2 (28%), a22oi_1 (2.0%)
ys_seq_share_pct = 65.29
synth-edff-count = 256
ys_chip_area_mm2 = 0.01178
top_area_share_pct = 65.29
yosysTopAreaCell = edfxtp_1
yosys_cells = 543
synth_cell_types = 20
flop_cell = edfxtp_1
syn-instance-count = 543
ys_seq_elements = 256

[timing]
period_minus_slack_ns = 4.125
finalHoldViolations = 0
post-route-period-util_pct = 98.22
finalSetupViolations = 0
hold_ws_ns = 1.137
slew-limit-headroom_pct = 58.18
worstMarginPinSlew_ns = 0.6253
max_freq_ghz = 0.2424
rsz0062_at_grt = false
setup_tns_ns = 0
slew_violations = 0

[pwr]
p_leak_uw = 0.004361
ir_worst_vdd_mv = 0.3084
power_density_mw_per_mm2 = 388.7
power_uw = 5450

[hold_path]
whs_endpoint = RAM[14][3]
hold_depth = 2
min_from = DIN[3]
min_path_type = in -> reg

[setup_path]
critPathMaxFanout = 13
cp-start-kind = primary input
required_ns = 3.36
crit_type = in -> out
critPathCaptureType = output pin
critPathArrivalTime_ns = 3.29

[global_routing]
first_global_vias = 7560
antenna_found_initial = 1
grt_max_degree = 48
grt_pass1_wl_um = 47670
gr-usage-all-layers_pct = 17.52
gr-total-overflow = 0

[run_status]
status = completed
-- synth_stat cells, types with 3 or more instances --
cell type,n
mux2_2,8
nand3b_1,5
buf_2,7
buf_1,11
nand4_1,8
edfxtp_1,256
mux4_2,144
a22oi_1,32
clkbuf_1,17
buf_4,6
or3b_2,3
and3b_1,3
nor3b_1,3
nor2_1,33
-- where the power goes --
| group | leakage [µW] | switching (µW) | internal (µW) |
|---|---|---|---|
| combinational | 0.00168 | 252 | 259 |
| sequential | 0.00231 | 13.5 | 2840 |
| clock | 0.000372 | 912 | 1170 |
-- worst max-delay path: stages --
cell and delay, ns:
clkdlybuf4s50_1 0.82, and3b_1 0.40, a22oi_1 0.28, nand4_1 0.40
clkdlybuf4s50_1 0.54
-- cells by family after synthesis --
kind of cell | synth area share, %
AND-OR/OR-AND | 2.040
flip-flops | 65.29
multiplexers | 28.31
buffers and inverters | 1.668
AND/OR/NAND/NOR | 2.699
-- final cells by class --
cell class,count,area [µm²]
Fill cell,3455,24620
Sequential cell,256,7687
Multi-Input combinational cell,245,3896
Timing Repair Buffer,114,1032
Clock buffer,35,705.7
Tap cell,518,648.1
Clock inverter,11,51.30
Antenna cell,1,2.502
-- stage by stage --
step,util [%],worst slack [ns]
after floorplan,-,0.8518
after global routing,36.29,0.02495
final,36.29,0.07483
after detailed placement,34.30,0.05717
after CTS,36.26,0.03664
after global placement,34.30,0.06517
-- routing by layer --
metal | track usage [%] | vias to the layer above | wire, µm
li1 | - | 2623 | -
met2 | 27.48 | 476 | 15870
met3 | 13.29 | 52 | 5295
met5 | 3.929 | - | 212
met1 | 18.53 | 3188 | 10150
met4 | 3.681 | 6 | 832
-- worst max-delay path by stage --
| stage | startpoint | to | slack (ns) |
|---|---|---|---|
| CTS | ADRX[0] | DX_OUT[0] | 0.04 |
| finish | ADRX[4] | DX_OUT[2] | 0.07 |
| global route | ADRX[4] | DX_OUT[2] | 0.02 |
Power figures rest on the tool's default switching activity, not on a simulated workload.
