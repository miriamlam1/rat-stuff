$ cat flow/design.v
`timescale 1ns / 1ps
module SCRATCH_RAM(
    input [9:0] DATA_IN,
    input [7:0] SCR_ADDR,
    input SCR_WE,
    input CLK,
    output [9:0] DATA_OUT
    );
    logic [9:0] ram [0:255];
    initial
    begin
    int i;
    for (i = 0; i < 256; i++);
        ram[i] = 0;
    end
    always_ff @ (posedge CLK)
    begin
        if (SCR_WE == 1)
        ram[SCR_ADDR] = DATA_IN;
    end
    assign DATA_OUT = ram[SCR_ADDR];
endmodule
$ cat flow/run.sh
#!/bin/bash
# OpenROAD 26Q1-2900-gdf79404cd8, Yosys 0.63+post, stock flow scripts
make -C /OpenROAD-flow-scripts/flow DESIGN_CONFIG=/design/flow/config.mk WORK_HOME=/design/flow/orfs finish
$ cat flow/config.mk
export PLATFORM = sky130hd
export DESIGN_NAME = SCRATCH_RAM
export DESIGN_NICKNAME = SCRATCH_RAM
export VERILOG_FILES = /design/flow/design.v
export SDC_FILE = /design/flow/constraint.sdc
export NUM_CORES = 4
export LEC_CHECK = 1
export CORE_UTILIZATION = 30
$ cat flow/constraint.sdc
current_design SCRATCH_RAM

set clk_period 13.9
set clk_io_pct 0.2

create_clock -name clk0 -period $clk_period [get_ports {CLK}]

set non_clock_inputs [all_inputs -no_clocks]
set_input_delay [expr $clk_period * $clk_io_pct] -clock clk0 $non_clock_inputs
set_output_delay [expr $clk_period * $clk_io_pct] -clock clk0 [all_outputs]
==> flow_summary.json <==
{
  "vdd_drop_max_mv": 0.1532,
  "ys_ff": 2560,
  "cp_top_family": "buffers and inverters",
  "die_area_mm2": 0.3270,
  "power_mw": 15.45,
  "antenna_found_initial": 1,
  "crit_path_cell_trace": "buf_8 > buf_4 > buf_4 > mux4_2 > a22oi_1 > a21oi_1 > o41ai_1 > buf_4 > nand4_1 > clkdlybuf4s50_1",
  "ctsRootBufferMaster": "clkbuf_16",
  "ys_cells": 4328,
  "hold_path.class": "in2reg",
  "grt_remaining_overflow": 0,
  "synth_cells": 4328,
  "viasPerCell": 4.990,
  "end_kind": "output port",
  "synthToLayoutAreaGrowth_pct": 15.48,
  "period_needed_ns": 10.71,
  "core_util_floorplan_pct": 30.26,
  "die_w_um": 571.8,
  "crit_path_end": "DATA_OUT[4]",
  "num_io_pins": 30,
  "rows": 208,
  "cp-startpoint": "SCR_ADDR[0]",
  "synth.avg_cell_area_um2": 22.51,
  "post_cts_buffers": 0,
  "first_pass_iters": 6,
  "power_density_mw_per_mm2": 137.4,
  "path_class": "in2out",
  "nFillCells": 29110,
  "hold_viol": 0,
  "grt_pass1_vias": 50880,
  "vias": 45990,
  "slowest_delay_ns": 1.06,
  "slew_headroom_pct": 9.720,
  "yosys_area_mm2": 0.09741,
  "cts_resized": 0,
  "clockBufferDepth": 3,
  "utilization_pct": 34.94,
  "yosys_warnings": 1,
  "finalSetupTns_ns": 0,
  "cp_num_cells": 10,
  "coreArea_mm2": 0.3219,
  "slew_viol_final": 0,
  "die_h_um": 571.8,
  "cp_num_buf_inv": 5,
  "tightest_slew_ns": 1.337,
  "clkTransAtPathRegs_ns": 0.06,
  "ant_nets": 0,
  "syn_area_mm2": 0.09741,
  "port_buffers": 29,
  "hold_depth": 1,
  "holdWs_ns": 2.289,
  "cp_slowest_cell": "o41ai_1",
  "largest_reg_flops": 2560,
  "crit_top_cell": "buf_4",
  "postCtsHoldBufs": 0,
  "setup_violations": 0,
  "finalClockPeriodUsage_pct": 77.06,
  "drt-wirelength-per-cell_um": 26.05,
  "arrival_ns": 7.93,
  "crit_required_ns": 11.12,
  "cts.sinks": 2560,
  "dr.first_iter.drc_count": 3271,
  "remaining_drc_errors": 0,
  "post-dp-hpwl_um": 144400,
  "track_usage_pct": 15.92,
  "cp-start-kind": "primary input",
  "clock.fmax_ghz": 0.09336,
  "drt_wl_total_um": 240100,
  "cellLeakagePower_nw": 33.98,
  "cts_tree": "yes",
  "final_cells": 9218,
  "dp_cells": 8775,
  "grt_pass1_wl_um": 351400,
  "rsz0062_at_grt": "false",
  "cts_buffers": 237,
  "mostFrequentLayoutCells": "2560 x edfxtp_1, 640 x mux4_2, 376 x buf_4, 320 x a22oi_1, 237 x clkbuf_16",
  "ys_types": 22,
  "warnings": 28,
  "cap_viol_max_count": 0,
  "gp_congestion": 0.8463,
  "synth-seq-area-share_pct": 78.92,
  "status": "complete, no violations",
  "htree_levels": 4,
  "drive_above_1_share_pct": 27.99,
  "cp_max_fo": 45,
  "grt_max_degree": 102,
  "lay_top_count": "edfxtp_1"
}
## Yosys cell counts
cell type  count  area share (%)
edfxtp_1    2560              79
mux4_2       640              15
a22oi_1      320             2.5
nor2_1       232            0.89
clkbuf_1     178            0.69
a21oi_1      160            0.82
buf_2         52            0.27
o41ai_1       40            0.36
nor3_1        30            0.15
nand2_1       28            0.11
buf_1         24           0.092
buf_4         16            0.12
nand3_1       13           0.067
nand4_1       10           0.064
nor2b_1        7           0.045
nand2b_1       6           0.039
buf_6          5           0.058
and2_1         2           0.013
or2_2          2           0.013
and2_0         1          0.0064
inv_1          1          0.0038
or3_1          1          0.0064
## routing by layer
| metal | share of wire, % | wire length (um) | track usage (%) | up-vias |
|---|---|---|---|---|
| met5 | 0.089 | 213 | 0.4703 | - |
| met4 | 3.0 | 7222 | 3.880 | 5 |
| met3 | 15 | 34920 | 10.82 | 343 |
| met2 | 49 | 117500 | 24.80 | 2650 |
| met1 | 33 | 80270 | 18.22 | 23690 |
| li1 | - | - | - | 19300 |
## kinds of logic after synthesis
kind of cell    synth area share [%]
flops                          78.92
mux                            14.80
compound gates                 3.648
simple gates                   1.409
buf+inv                        1.230
## worst min path at each step
stage | from | end
finish | DATA_IN[4] | ram[119][4]$_DFFE_PP_
global route | DATA_IN[4] | ram[119][4]$_DFFE_PP_
CTS | DATA_IN[4] | ram[118][4]$_DFFE_PP_
## report_power, final
group / internal, mW / total [mW] / switching [mW]
registers: 8.51 / 8.51 / 0.00338
logic: 0.246 / 0.719 / 0.472
clock network: 3.45 / 6.22 / 2.78
## final cells by class
class	instances	area [um^2]	share of cell area [%]
Clock inverter	149	1299	1.155
Tap cell	4305	5386	4.788
Antenna cell	1	2.502	0.002225
Multi-Input combinational cell	1492	19400	17.25
Timing Repair Buffer	417	3383	3.008
Sequential cell	2560	76870	68.34
Inverter	1	3.754	0.003337
Clock buffer	293	6141	5.459
## metrics by stage
step / setup slack [ns] / instance area [um^2]
final: 3.189 / 112500
after global routing: 2.909 / 112500
after CTS: 2.928 / 112500
after detailed placement: 2.962 / 105100
after global placement: 2.710 / 105000
after floorplan: 6.504 / 97410
