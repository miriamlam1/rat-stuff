--- ./run.sh ---
#!/bin/bash
# OpenROAD 26Q1-2900-gdf79404cd8, Yosys 0.63+post, stock flow scripts
make -C /OpenROAD-flow-scripts/flow DESIGN_CONFIG=/design/flow/config.mk WORK_HOME=/design/flow/orfs finish
--- ./config.mk ---
export PLATFORM = sky130hd
export DESIGN_NAME = SevSegDisp
export DESIGN_NICKNAME = SevSegDisp
export VERILOG_FILES = /design/flow/design.v
export SDC_FILE = /design/flow/constraint.sdc
export NUM_CORES = 4
export LEC_CHECK = 1
export CORE_UTILIZATION = 30
--- ./constraint.sdc ---
current_design SevSegDisp

set clk_period 3.9
set clk_io_pct 0.2

create_clock -name clk0 -period $clk_period [get_ports {CLK}]

set non_clock_inputs [all_inputs -no_clocks]
set_input_delay [expr $clk_period * $clk_io_pct] -clock clk0 $non_clock_inputs
set_output_delay [expr $clk_period * $clk_io_pct] -clock clk0 [all_outputs]
--- ./design.v ---
`timescale 1ns / 1ps
module BCD(
    input [15:0] HEX,
    output logic [3:0] THOUSANDS,
    output logic [3:0] HUNDREDS,
    output logic [3:0] TENS,
    output logic [3:0] ONES
    );
    int i;
    always_comb begin
        THOUSANDS = 4'h0;
        HUNDREDS = 4'h0;
        TENS = 4'h0;
        ONES = 4'h0;
        for (i=15; i>=0; i=i-1) begin
            if (THOUSANDS >= 5)
                THOUSANDS = THOUSANDS + 3;
            if (HUNDREDS >= 5)
                HUNDREDS = HUNDREDS + 3;
            if (TENS >= 5)
                TENS = TENS + 3;
            if (ONES >= 5)
                ONES = ONES + 3;
            THOUSANDS = {THOUSANDS[2:0],HUNDREDS[3]};
            HUNDREDS = {HUNDREDS[2:0],TENS[3]};
            TENS = {TENS[2:0],ONES[3]};
            ONES = {ONES[2:0],HEX[i]};
       end
   end
endmodule
`timescale 1ns / 1ps
module CathodeDriver(
    input CLK,                   
    input [15:0] HEX,
    output logic [7:0] CATHODES,
    output logic [3:0] ANODES
    );
    logic s_clk_500 = 1'b0;              
    logic [1:0] r_disp_digit = 2'b00;    
    logic [19:0] clk_div_counter = 20'h00000;
	always_ff @(posedge CLK) begin
        clk_div_counter = clk_div_counter + 1;
        if ( clk_div_counter == 20'h186A0) begin      
            clk_div_counter = 20'h00000;
            s_clk_500 = ~s_clk_500;          
        end
    end
    always_ff @(posedge s_clk_500) begin
        case (r_disp_digit)
            2'b00: begin
                ANODES= 4'b1110;
                case (HEX[3:0])
                    4'b0000: CATHODES = 8'b10000001;  
                    4'b0001: CATHODES = 8'b11001111;  
                    4'b0010: CATHODES = 8'b10010010;  
                    4'b0011: CATHODES = 8'b10000110;  
                    4'b0100: CATHODES = 8'b11001100;  
                    4'b0101: CATHODES = 8'b10100100;  
                    4'b0110: CATHODES = 8'b10100000;  
                    4'b0111: CATHODES = 8'b10001111;  
                    4'b1000: CATHODES = 8'b10000000;  
                    4'b1001: CATHODES = 8'b10001100;  
                    4'b1010: CATHODES = 8'b10001000;  
                    4'b1011: CATHODES = 8'b11100000;  
                    4'b1100: CATHODES = 8'b10110001;  
                    4'b1101: CATHODES = 8'b11000010;  
                    4'b1110: CATHODES = 8'b10110000;  
                    4'b1111: CATHODES = 8'b10111000;  
                    default: CATHODES = 8'b11111111;  
                endcase
            end
            2'b01: begin
                ANODES= 4'b1101;
                case (HEX[7:4])
                    4'b0000: CATHODES = 8'b10000001;
                    4'b0001: CATHODES = 8'b11001111;
                    4'b0010: CATHODES = 8'b10010010;
                    4'b0011: CATHODES = 8'b10000110;
                    4'b0100: CATHODES = 8'b11001100;
                    4'b0101: CATHODES = 8'b10100100;
                    4'b0110: CATHODES = 8'b10100000;
                    4'b0111: CATHODES = 8'b10001111;
                    4'b1000: CATHODES = 8'b10000000;
                    4'b1001: CATHODES = 8'b10001100;
                    4'b1010: CATHODES = 8'b10001000;  
                    4'b1011: CATHODES = 8'b11100000;
                    4'b1100: CATHODES = 8'b10110001;
                    4'b1101: CATHODES = 8'b11000010;
                    4'b1110: CATHODES = 8'b10110000;
                    4'b1111: CATHODES = 8'b10111000;
                    default: CATHODES = 8'b11111111;  
                endcase
            end
            2'b10: begin
                ANODES= 4'b1011;
                case (HEX[11:8])
                    4'b0000: CATHODES = 8'b10000001;
                    4'b0001: CATHODES = 8'b11001111;
                    4'b0010: CATHODES = 8'b10010010;
                    4'b0011: CATHODES = 8'b10000110;
                    4'b0100: CATHODES = 8'b11001100;
                    4'b0101: CATHODES = 8'b10100100;
                    4'b0110: CATHODES = 8'b10100000;
                    4'b0111: CATHODES = 8'b10001111;
                    4'b1000: CATHODES = 8'b10000000;
                    4'b1001: CATHODES = 8'b10001100;
                    4'b1010: CATHODES = 8'b10001000;  
                    4'b1011: CATHODES = 8'b11100000;
                    4'b1100: CATHODES = 8'b10110001;
                    4'b1101: CATHODES = 8'b11000010;
                    4'b1110: CATHODES = 8'b10110000;
                    4'b1111: CATHODES = 8'b10111000;
                    default: CATHODES = 8'b11111111;  
                endcase
            end
            2'b11: begin
                ANODES= 4'b0111;
                case (HEX[15:12])
                    4'b0000: CATHODES = 8'b10000001;
                    4'b0001: CATHODES = 8'b11001111;
                    4'b0010: CATHODES = 8'b10010010;
                    4'b0011: CATHODES = 8'b10000110;
                    4'b0100: CATHODES = 8'b11001100;
                    4'b0101: CATHODES = 8'b10100100;
                    4'b0110: CATHODES = 8'b10100000;
                    4'b0111: CATHODES = 8'b10001111;
                    4'b1000: CATHODES = 8'b10000000;
                    4'b1001: CATHODES = 8'b10001100;
                    4'b1010: CATHODES = 8'b10001000;  
                    4'b1011: CATHODES = 8'b11100000;
                    4'b1100: CATHODES = 8'b10110001;
                    4'b1101: CATHODES = 8'b11000010;
                    4'b1110: CATHODES = 8'b10110000;
                    4'b1111: CATHODES = 8'b10111000;
                    default: CATHODES = 8'b11111111;  
                endcase
            end
            default: begin       
                ANODES = 4'hF;
                CATHODES = 8'hFF;
                r_disp_digit = 2'b00;
            end
        endcase
        r_disp_digit = r_disp_digit + 1;
    end
endmodule
`timescale 1ns / 1ps
module SevSegDisp(
    input CLK,               
    input MODE,              
    input [15:0] DATA_IN,
    output [7:0] CATHODES,
    output [3:0] ANODES
    );
    logic [15:0] BCD_Val;
    logic [15:0] Hex_Val;
    BCD BCDMod (.HEX(DATA_IN), .THOUSANDS(BCD_Val[15:12]),
                .HUNDREDS(BCD_Val[11:8]), .TENS(BCD_Val[7:4]),
                .ONES(BCD_Val[3:0]));
    CathodeDriver CathMod (.HEX(Hex_Val), .CLK(CLK), .CATHODES(CATHODES),
                            .ANODES(ANODES));
    always_comb begin
        if (MODE == 1'b1)
            Hex_Val = BCD_Val;
        else
            Hex_Val = DATA_IN;
    end
endmodule
==> run_results.csv <==
group,metric,value,unit
clocking,cts_root_buffer,"clkbuf_16",
run,drv_cap,0,
drt,wl,19940,µm
clocking,cts_tree,"yes",
placed_design,io_buffer_count,28,
clocking,postCtsResizedCells,0,
floorplanning,fp_util,30.88,%
placed_design,hpwl,15590,µm
critical_path,worst_ep_required_time,3860,ps
min_path,hold_path_depth,1,
sta,final-hold-violation-count,0,
sta,setup_tns,0,ps
sta,setup_viol,0,
drt,wire_per_inst,13.78,µm
drt,post-route-drc-count,0,
synthesis,yosys_area,8117,µm²
sta,slew_headroom,36.60,%
sta,post-route-period-util,68.81,%
drt,antennaDiodeCount,0,
synthesis,synth-warning-count,3,
sta,worstMarginPinSlew,950.9,ps
cells_and_area,drive_gt1_share,7.644,%
global_route,grt_pass1_wl,34550,µm
critical_path,r2r_end,"CathMod.s_clk_500",
cells_and_area,fill_cells,2782,
cells_and_area,syn_to_final_growth,6.798,%
placed_design,dp.cells,1443,
min_path,worstHoldStart,"CathMod.clk_div_counter[19]",
floorplanning,core,26280,µm²
drt,drtAntennaViolNets,0,
cells_and_area,layout.cells.most_common,"nor2_1",
critical_path,rr_startpoint,"CathMod.clk_div_counter[2]",
sta,untimed_endpoints,24,
cells_and_area,layout_top_cells,"nor2_1, nand2_1, inv_1, ha_1, a21oi_1",
sta,rsz0062_at_grt,"no",
synthesis,syn_area,8117,µm²
floorplanning,boundaryPins,30,
synthesis,syn_avg_cell_area,7.189,µm²
synthesis,ys_cells,1129,
global_route,grt_max_degree,29,
global_route,grt_pass1_vias,7227,
clocking,post_cts_buffers,0,
synthesis,synth_flops,34,
run_status,status,"finished clean",
sta,clock_skew,3.463,ps
floorplanning,die_h,166.5,µm
floorplanning,die_x,166.5,µm
critical_path,reg2reg_setup_slack,1220,ps
clocking,numCtsBuffers,3,
min_path,whs_endpoint,"CathMod.clk_div_counter[19]",
global_route,grt_usage,14.41,%
clocking,clk_transition_reported_paths,50,ps
drt,drtIter0Drc,622,
floorplanning,chipArea,27720,µm²
sta,unclocked_pins,13,
clocking,cts_buffer_depth,2,
drt,num_vias,8256,
synthesis,syn-instance-count,1129,
critical_path,r2r_cells,8,
critical_path,crit_path_max_fanout,7,
drt,viasPerCell,5.706,
min_path,hold_path.class,"reg -> reg",
synthesis,edf_count,1,
critical_path,cp-end-kind,"register",
cells_and_area,fin_cells,1447,
synthesis,ys_async_sr_fraction,0,%
critical_path,arrival,2640,ps
synthesis,ys_seq_share,8.509,%
critical_path,crit_type,"reg -> reg",
sta,min_period,2684,ps
cells_and_area,area.sequential,690.7,µm²
clocking,cts-htree-levels,1,
global_route,antenna_found_initial,0,
clocking,clk_latency,250,ps
cells_and_area,final_util,32.98,%
cells_and_area,combGateArea,6839,µm²
placed_design,gp_congestion,0.8947,
sta,maxSlewViolCount,0,
drt,first_pass_iters,5,
synthesis,flop_cell,"dfxtp_1",
sta,max_freq,372.6,MHz
synthesis,ys_types,118,
global_route,grt_overflow,0,
floorplanning,rows,59,
clocking,holdBufCountCts,0,
critical_path,cp-start-kind,"register",
run,warnings,56,
[final cells by class]
type                            count  share of cell area (%)
Multi-Input combinational cell    956                   78.90
Sequential cell                    34                   7.968
Tap cell                          335                   4.835
Timing Repair Buffer               34                   3.753
Inverter                           84                   3.637
Clock buffer                        4                  0.9094
[synth_stat cells, types with 7 or more instances]
cell type	instances	share of area [%]
o31ai_1	8	0.74
o2111ai_1	9	0.97
o211ai_1	29	2.7
dfxtp_1	33	8.1
nor2b_1	8	0.62
a21oi_1	59	3.6
o21ai_1	9	0.55
o221ai_1	9	0.97
nor3_1	41	2.5
a211oi_1	14	1.3
o22ai_1	11	0.85
a21o_1	15	1.4
buf_2	13	0.80
xor2_1	10	1.1
o21a_1	9	0.83
a221o_1	7	0.86
nor4_1	13	1.0
mux2i_1	29	3.6
o211a_1	8	0.99
nor2_1	103	4.8
mux2_2	8	1.1
and3_1	19	1.5
nand2b_1	9	0.69
a31oi_1	24	1.8
and2_1	11	0.85
nand3_1	50	3.1
ha_1	64	9.9
xnor2_1	24	2.6
o32ai_1	8	0.86
inv_1	79	3.7
o21ai_0	49	3.0
nand2_1	87	4.0
a221oi_1	13	1.4
clkbuf_1	33	1.5
or3_1	13	1.0
nand4_1	13	1.0
[routing by layer]
layer / GRT usage [%] / wire, µm
met1: 22.52 / 10290
met2: 23.04 / 8884
met3: 0.3389 / 593
met4: 1.167 / 167
met5: 0 / 0
[metrics by stage]
step	setup slack (ps)	cell area, µm²	hold slack, ps
after floorplan	1670	8117	425.1
after global placement	1268	8589	441.8
after detailed placement	1216	8589	440.0
after CTS	1186	8668	453.2
after global routing	1005	8668	463.3
final	1216	8668	446.0
[kinds of logic (layout without fill, tap and decap cells)]
family                   count (synthesis)  in the layout  synth area share (%)
buffers and inverters                  139            122                 7.230
AND/OR/NAND/NOR                        423            423                 26.61
adder cells (fa/ha/maj)                 65             65                 10.00
XOR/XNOR                                39             39                 4.887
other                                    1              1               0.04620
multiplexers                            41             41                 5.334
AND-OR/OR-AND                          387            387                 37.38
flip-flops                              34             34                 8.509
[worst max path at each step]
stage	start	endpoint	slack [ps]	cells after the start
after CTS	CathMod.clk_div_counter[2]	CathMod.s_clk_500	1190	8
after global routing	CathMod.clk_div_counter[0]	CathMod.s_clk_500	1010	10
final	CathMod.clk_div_counter[2]	CathMod.s_clk_500	1220	8
[registers in the layout (all words and copies together), names as in the netlist]
name / count
CathMod.clk_div_counter: 20
CathMod.CATHODES: 7
CathMod.ANODES: 4
CathMod.r_disp_digit: 2
CathMod.s_clk_500: 1
[critical path, cell delays in order, from the launching register on]
cell and delay (ps):
dfxtp_1 380, nand3_1 130, nor2_1 220, nand3_1 150, nor2_1 250, xor2_1 130
nor4b_1 340, nor4bb_1 550, buf_4 250
